File: flow/constraint.sdc
current_design valid_ram

set clk_period 82.7
set clk_io_pct 0.2

create_clock -name clk0 -period $clk_period [get_ports {clk}]

set non_clock_inputs [all_inputs -no_clocks]
set_input_delay [expr $clk_period * $clk_io_pct] -clock clk0 $non_clock_inputs
set_output_delay [expr $clk_period * $clk_io_pct] -clock clk0 [all_outputs]
File: flow/design.v
module tag_ram (mem_out, r_w, clk, mem_addr, mem_data);
   input [11:0]    mem_addr;   
   input 	   r_w;
   input 	   clk;   
   input [17:0]    mem_data;
   output [17:0]   mem_out;   
   parameter AddrSize = 12;
   parameter WordSize = 18;
   reg [WordSize-1:0] RAM[((1<<AddrSize)-1):0];   
   assign mem_out = RAM[mem_addr];
   always @(posedge clk) 
     begin
	if (r_w)
	  RAM[mem_addr] <= mem_data;
     end	
endmodule  
module valid_ram (mem_out, r_w, clk, mem_addr, mem_data);
   input [11:0]    mem_addr;   
   input 	     r_w;
   input 	     clk;
   input 	     mem_data;
   output 	     mem_out;   
   parameter AddrSize = 12;
   reg		   RAM[((1<<AddrSize)-1):0];
   assign mem_out = RAM[mem_addr];   
   always @(posedge clk) 
     begin
	if (r_w)
	  RAM[mem_addr] <= mem_data;
     end   
endmodule  
module data_ram (mem_out, r_w, clk, mem_addr, mem_data);
   input [11:0]    mem_addr;   
   input 	     r_w;
   input 	     clk;
   input [31:0]      mem_data;
   output [31:0]     mem_out;   
   parameter AddrSize = 12;
   parameter WordSize = 32;
   reg [WordSize-1:0] RAM[((1<<AddrSize)-1):0];
   assign mem_out = RAM[mem_addr];
   always @(posedge clk) 
     begin
	if (r_w)
	  RAM[mem_addr] <= mem_data;
     end   
endmodule  
File: flow/run.sh
#!/bin/bash
# OpenROAD 26Q1-2900-gdf79404cd8, Yosys 0.63+post, stock flow scripts
make -C /OpenROAD-flow-scripts/flow DESIGN_CONFIG=/design/flow/config.mk WORK_HOME=/design/flow/orfs finish
File: flow/config.mk
export PLATFORM = sky130hd
export DESIGN_NAME = valid_ram
export DESIGN_NICKNAME = valid_ram
export VERILOG_FILES = /design/flow/design.v
export SDC_FILE = /design/flow/constraint.sdc
export NUM_CORES = 4
export LEC_CHECK = 1
export CORE_UTILIZATION = 40
==> notes.md <==
Observations from the implementation run.

Outcome:
- The run finished with clean final reports.

Detailed routing:
- The run gives the post-detailed-route wirelength per cell as 33.9 um.
- After detailed routing, the number of vias per cell comes to 6.17.
- The run gives the residual DRC count as 0.
- Summed over all layers, the routed wires come to 644 mm.
- Detailed routing inserted a total of 117,000 vias.
- The run gives the antenna violation net count after detailed routing as 0.
- The run puts the first-pass iteration count of the detailed router at 8.
- The run gives the violation count after the first detailed-routing iteration as ~12,000.

Final timing:
- The run gives the worst max-slew margin expressed relative to the limit as between 10% and 20%.
- The transition time recorded at the tightest slew-check pin is approximately 1.3 ns.
- The run puts the peak clock frequency supported by timing at 24.0 MHz.
- The run gives the setup-violating endpoint count in the final report as 0.
- The run gives the minimum period implied by the final worst setup slack as 41.68 ns.
- Setup repair after global routing left no endpoint under its margin.
- In the final report, the number of pins over their slew limit comes to 0.
- The run gives the post-route clock period utilization as 50.4%.
- The run puts the final-report hold violation count at 0.
- The run puts the total negative slack at 0 ns.

CTS:
- The run puts the number of clock buffers inserted by TritonCTS at 427.
- The run gives the total of hold buffers inserted after clock tree synthesis as 0.
- The run gives the clock sink count as roughly 4,000.
- Once the clock tree was built, the setup fixing pass inserted 0 buffers.
- Looking at the clock tree report, the root buffer type is sky130_fd_sc_hd__clkbuf_16.
- The run gives the post-CTS clock slew at the launch and capture registers of the worst setup and hold paths as 0.06 ns.
- The run gives the CTS H-tree depth as 5.
- The run gives the post-cts repair resize count as 0.
- The run gives the deepest clock path buffer count as 4.
- TritonCTS built the clock tree.

Min path:
- The type recorded for the worst min-delay path is input port to flip-flop.
- In this run the most critical hold path is launched from mem_data.

Synth:
- The run puts the number of distinct library cells after synthesis at slightly above 80.
- The run puts the yosys-reported design area after synthesis at about 170,000 um^2.
- The run puts the share of synthesized area occupied by flip-flops and latches at 70.5%.
- The synthesized design contains 4,096 enable-type register cells.
- The run puts the number of register bits inferred by synthesis at 4,096.
- For this run, asynchronously set or reset flops after synthesis account for 0%.
- By area the synthesized netlist is led by sky130_fd_sc_hd__edfxtp_1, sky130_fd_sc_hd__nor2_1, sky130_fd_sc_hd__a22oi_1.
- The run puts the mean post-synth cell area at between 10 and 15 um^2.
- Looking at area per cell type in the netlist, the leader is sky130_fd_sc_hd__edfxtp_1.
- After synthesis, the largest area contributor takes up 70.5% of total cell area.
- Looking at the cell usage after synthesis, the top flip-flop cell is sky130_fd_sc_hd__edfxtp_1.
- The run gives the number of warning messages in the yosys log as 1.
- Summing every instance area after synthesis gives 174,000 um^2.
- Per the post-synthesis report, the number of cells in the design is 13,300.
- The synth_stat.txt file lists the number of cells as 13,300.

Worst setup path:
- OpenSTA lists the critical path endpoint as mem_out.
- The run gives the critical path required time as roughly 66 ns.
- For reference, the most critical setup path is categorized as input port to output pin.
- The worst setup path is launched from an input port.
- Data arrives at the worst endpoint at 25.14 ns.
- The run gives the timing startpoint of the critical path as mem_addr[1].
- The run puts the critical-path maximum fanout at 65.
- The run gives the endpoint class of the critical path as an output pin.

Die:
- In this run the count of I/O pins placed on the die edge is 16.
- The run gives the height of the chip as approximately 660 um.
- The run puts the initial standard-cell utilization of the core at 40.2%.
- The run puts the site row count at 242.
- The run puts the horizontal extent of the die at about 660 um.
- The run puts the total die size at roughly 440,000 um^2.
- The run puts the floorplan core area at 434,000 um^2.

Placement:
- The HPWL after detailed placement is 344 mm.
- The run gives the final weighted congestion in routability-driven placement as 0.922.
- The detailed placer reported the number of placed instances as 18,200.
- As logged by OpenROAD, the buffers inserted on ports number 15.

Final layout:
- RAM holds more flip-flops than any other register.
- The run gives the area added between synthesis and finish as 11.5%.
- Of the cells placed in the final design, the portion with a size suffix greater than 1 is a little over an eighth.
- The registers reported with the highest flop counts are RAM x4096.
- The run puts the final cell count without fillers at 19,000.
- The run puts the total of fill cells in the finished design at roughly 38,000.
- The run gives the flip-flop count of the largest register, all copies and words added as 4,096.

Run:
- The logs give a warning total of 57.
- The run gives the number of violations of the max-capacitance limit as 0.

GRT:
- Global routing consumed, on the met2 layer, 43.3% of the routing resources.
- Global routing consumed, on the met3 layer, 25.2% of the routing resources.
- Global routing consumed, on the met1 layer, about 36% of the routing resources.
- Entering global routing, the biggest net connects around 200 pins.
- The run gives the remaining global-route overflow as 0.
- The first global-routing pass estimated 893 mm of wire.
- The via count of the first global-routing pass is 116,000.
- The initial antenna violation count was 40.
- In this run the most used layer during global routing was met2.
- The run puts the global routing usage summed across all routing layers at between 30% and 40%.

Pwr:
- The run gives the static leakage power as around 57 nW.
- The run puts the peak supply drop at 0.0188 mV.
- The run puts the power density relative to cell area at about 22 nW/um^2.
[cell usage after synthesis, drive strengths merged, types with 15 or more instances]
master   number
a2111oi      25
a211oi       21
a21oi       160
a221o       240
a221oi      198
a222oi      136
a22o         77
a22oi       641
a31oi        66
a41o         29
a41oi        28
and4         31
and4b        15
buf         371
clkbuf     1031
edfxtp     4096
inv          20
mux2        425
mux2i       344
mux4         59
nand2       251
nand2b       62
nand3        74
nand4        42
nand4b       18
nor2       4197
nor3         26
o2111ai      21
o211ai       23
o21ai       157
o221ai       25
o22ai       125
o2bb2ai      56
o41ai        15
[layout make-up]
class,count,area (um^2),area share [%]
Timing Repair Buffer,541,4480,2.30
Clock inverter,253,1870,0.961
Clock buffer,528,11200,5.75
Tap cell,5734,7170,3.69
Sequential cell,4096,123000,63.2
Multi-Input combinational cell,7788,46700,24.0
Inverter,22,98.8,0.0508
Antenna cell,43,108,0.0553
[cell families after synthesis]
kind of cell | count (synthesis) | synth area share [%]
flops | 4096 | 70.5
mux | 828 | 5.48
buf+inv | 1424 | 3.43
simple gates | 4838 | 11.1
compound gates | 2122 | 9.49
[worst max-delay path: stages]
cell                              delay (ns)
sky130_fd_sc_hd__buf_8                  0.39
sky130_fd_sc_hd__buf_4                  0.42
sky130_fd_sc_hd__buf_4                  0.52
sky130_fd_sc_hd__buf_12                 0.40
sky130_fd_sc_hd__buf_4                  0.49
sky130_fd_sc_hd__nor3b_4                0.11
sky130_fd_sc_hd__buf_12                 0.24
sky130_fd_sc_hd__buf_4                  0.33
sky130_fd_sc_hd__buf_4                  0.37
sky130_fd_sc_hd__buf_4                  0.43
sky130_fd_sc_hd__a22o_1                 0.31
sky130_fd_sc_hd__a221oi_1               0.22
sky130_fd_sc_hd__a31oi_1                0.13
sky130_fd_sc_hd__a2111oi_0              1.10
sky130_fd_sc_hd__buf_4                  0.25
sky130_fd_sc_hd__a31oi_1                0.13
sky130_fd_sc_hd__o41a_1                 0.49
sky130_fd_sc_hd__a22oi_1                0.85
sky130_fd_sc_hd__nand4_1                0.54
sky130_fd_sc_hd__clkdlybuf4s50_1        0.56
[power by group]
part / switching, mW / internal [mW]
registers: 0.0000830 / 2.28
clock network: 0.812 / 1.02
logic: 0.177 / 0.0607
total: 0.989 / 3.37
[stage by stage]
step	util, %	hold slack, ns	power [mW]	cell area, um^2	setup WS [ns]
CTS	44.8	16.06	4.36	194000	41.61
global route	44.8	16.13	4.44	195000	41.12
detailed placement	41.8	17.12	2.56	181000	41.64
global placement	41.8	17.12	2.56	181000	41.61
floorplan	-	16.64	2.44	174000	47.09
finish	44.8	16.10	4.36	195000	41.02
[cells in the final DEF (no fill, tap or decap), drive strengths merged, types with 26 or more instances in the layout]
cell type / synthesis / routed
nor2: 4197 / 4197
edfxtp: 4096 / 4096
a22oi: 641 / 641
buf: 371 / 533
clkbuf: 1031 / 528
mux2: 425 / 425
mux2i: 344 / 344
nand2: 251 / 251
a221o: 240 / 240
clkinv: 2 / 220
a221oi: 198 / 198
a21oi: 160 / 160
o21ai: 157 / 157
a222oi: 136 / 136
o22ai: 125 / 125
a22o: 77 / 77
nand3: 74 / 74
a31oi: 66 / 66
nand2b: 62 / 62
mux4: 59 / 59
o2bb2ai: 56 / 56
diode: 0 / 43
nand4: 42 / 42
and4: 31 / 31
inv: 20 / 30
a41o: 29 / 29
a41oi: 28 / 28
nor3: 26 / 26
[worst min-delay path by stage]
stage                 slack [ns]             endpoint  cells after the start
after CTS                  16.06  RAM[4017]$_DFFE_PP_                      1
after global routing       16.13  RAM[4017]$_DFFE_PP_                      1
final                      16.10  RAM[4017]$_DFFE_PP_                      1
[routing by layer]
| layer | vias up | wire length, um |
|---|---|---|
| li1 | 48700 | - |
| met1 | 58400 | 199000 |
| met2 | 8274 | 282000 |
| met3 | 1732 | 125000 |
| met4 | 63 | 36200 |
| met5 | - | 1830 |
No activity file was given, so power comes from the tool's default toggle rates.
