## run.sh

```bash
#!/bin/bash
# OpenROAD 26Q1-2900-gdf79404cd8, Yosys 0.63+post, stock flow scripts
make -C /OpenROAD-flow-scripts/flow DESIGN_CONFIG=/design/flow/config.mk WORK_HOME=/design/flow/orfs finish
```

## config.mk

```make
export PLATFORM = sky130hd
export DESIGN_NAME = Comparator
export DESIGN_NICKNAME = Comparator
export VERILOG_FILES = /design/flow/design.v
export SDC_FILE = /design/flow/constraint.sdc
export NUM_CORES = 4
export LEC_CHECK = 1
export CORE_AREA = 10 10 70 70
export DIE_AREA = 0 0 80 80
```

## constraint.sdc

```tcl
current_design Comparator

set clk_period 1.5
set clk_io_pct 0.2

create_clock -name clk0 -period $clk_period

set non_clock_inputs [all_inputs -no_clocks]
set_input_delay [expr $clk_period * $clk_io_pct] -clock clk0 $non_clock_inputs
set_output_delay [expr $clk_period * $clk_io_pct] -clock clk0 [all_outputs]
```

## design.v

```verilog
module Comparator (input [17:0] Tag1, input [17:0] Tag2, output Match);
   assign Match = (Tag1 == Tag2);
endmodule  
```

==> impl_metrics.prom <==
# HELP chip_impl_metric Physical implementation figures
# TYPE chip_impl_metric gauge
chip_impl_info{name="status",value="finished with violations"} 1
chip_impl_info{name="violations",value="negative setup slack"} 1
chip_impl_metric{name="grt-ovfl-total",unit=""} 0
chip_impl_metric{name="p_sw",unit="W"} 0.0000437
chip_impl_metric{name="place.gp.congestion",unit=""} 0.843
chip_impl_metric{name="hold-worst-slack",unit="ns"} 1.10
chip_impl_metric{name="place_hpwl",unit="um"} 1050
chip_impl_metric{name="die.size.x",unit="um"} 80
chip_impl_metric{name="std_cell_rows",unit=""} 21
chip_impl_metric{name="whs_path_depth",unit=""} 5
chip_impl_info{name="worst_path_max_delay_cell",value="sky130_fd_sc_hd__nor4_2"} 1
chip_impl_metric{name="static-leakage-power",unit="nW"} 0.243
chip_impl_metric{name="chip_area",unit="sq um"} 6400
chip_impl_metric{name="drtPass1Iterations",unit=""} 1
chip_impl_info{name="crit_path_end_kind",value="output pin"} 1
chip_impl_metric{name="pwr-share-comb",unit="%"} 100.0
chip_impl_metric{name="post_synth_inst_count",unit=""} 24
chip_impl_metric{name="yosys_warnings",unit=""} 0
chip_impl_metric{name="fmaxAchievable",unit="GHz"} 0.597
chip_impl_metric{name="final_max_slew_viol_count",unit=""} 0
chip_impl_metric{name="floorplan.core_util",unit="%"} 5.86
chip_impl_metric{name="cap_viol_max_count",unit=""} 0
chip_impl_metric{name="die-height",unit="um"} 80
chip_impl_metric{name="diodes",unit=""} 0
chip_impl_metric{name="grt_pass1_vias",unit=""} 364
chip_impl_metric{name="portion_of_the_clock_cycle_consumed_by_the_worst_path_in_the_final_layout",unit="%"} 112
chip_impl_metric{name="groute.usage.overall",unit="%"} 3.14
chip_impl_metric{name="design.core.area",unit="sq um"} 3420
chip_impl_metric{name="power_per_cell_area",unit="nW/um^2"} 217
chip_impl_metric{name="cell_total_in_the_yosys_stat_output",unit=""} 24
chip_impl_metric{name="yosys-stat-area",unit="sq um"} 200
chip_impl_metric{name="crit_path_max_incr_delay",unit="ns"} 0.30
chip_impl_metric{name="layout.area.seq",unit="sq um"} 0
chip_impl_metric{name="syn_to_final_growth",unit="%"} 182
chip_impl_metric{name="final-setup-viol-count",unit=""} 1
chip_impl_info{name="rsz0062_at_grt",value="true"} 1
chip_impl_metric{name="drcViolationCount",unit=""} 0
chip_impl_metric{name="wl_per_cell",unit="um"} 10.3
chip_impl_metric{name="detail_route.iter0.violations",unit=""} 0
chip_impl_metric{name="critPathRequiredTime",unit="ns"} 1.20
chip_impl_metric{name="final_layout_size_suffix_gt1_share",unit="%"} 41.0
chip_impl_metric{name="p_seq_share",unit="%"} 0
chip_impl_metric{name="max_slew.worst_pin.slew",unit="ns"} 0.246
chip_impl_metric{name="placed_instance_area",unit="sq um"} 636
chip_impl_metric{name="synth.lib_cells_used.distinct",unit=""} 6
chip_impl_metric{name="port-buffer-count",unit=""} 37
chip_impl_info{name="timing.critical_path.cells",value="buf_6 -> xor2_1 -> nor4_2 -> nand3_1 -> nor4_2 -> buf_2"} 1
chip_impl_metric{name="final_cell_area",unit="sq um"} 564
chip_impl_metric{name="first_pass_grt_wire_length",unit="um"} 1640
chip_impl_metric{name="worst_ir_drop_vdd",unit="V"} 0.0000551
chip_impl_info{name="critical_path.startpoint_type",value="input pin"} 1
chip_impl_metric{name="antenna_violating_nets_post_route",unit=""} 0
chip_impl_metric{name="max-slew-margin-rel",unit="%"} 83.5
chip_impl_metric{name="syn_area",unit="sq um"} 200
chip_impl_metric{name="warnings",unit=""} 34
chip_impl_metric{name="detail_route.wirelength",unit="um"} 1110
chip_impl_metric{name="detailroute.via_count",unit=""} 308
chip_impl_metric{name="design.portCount",unit=""} 37
chip_impl_metric{name="detail_route.vias_per_cell",unit=""} 2.88
chip_impl_info{name="min-delay-path-class",value="in2out"} 1
chip_impl_metric{name="layout.sequential_cells",unit=""} 0
chip_impl_metric{name="postCtsSetupBuffers",unit=""} 0
chip_impl_metric{name="power.internal",unit="W"} 0.0000788
chip_impl_metric{name="grt_antenna_before_repair",unit=""} 0
chip_impl_metric{name="timing.final.hold_violations",unit=""} 0
chip_impl_metric{name="setup_slack",unit="ns"} -0.176
chip_impl_info{name="path_common_cell",value="sky130_fd_sc_hd__nor4_2"} 1
chip_impl_metric{name="critical_path.max_fanout",unit=""} 1
chip_impl_info{name="setup.worst_path.class",value="in2out"} 1
chip_impl_metric{name="synth-seq-area-share",unit="%"} 0
chip_impl_metric{name="syn_area_per_cell",unit="sq um"} 8.34
chip_impl_metric{name="n_clock_buffer",unit=""} 0
chip_impl_metric{name="setup_slack_after_placement",unit="ns"} -1.10
chip_impl_metric{name="switching_share",unit="%"} 35.7
chip_impl_metric{name="p_clk_share",unit="%"} 0
chip_impl_metric{name="grt_start_max_net_pins",unit=""} 2
chip_impl_metric{name="fin_crit",unit="ns"} 1.68
chip_impl_metric{name="cp.arrival",unit="ns"} 1.38
Yosys cell counts, drive strengths merged:
cell type / instances / area [sq um]
nand3: 1 / 5.00
xnor2: 4 / 35.0
nand4: 1 / 6.26
xor2: 14 / 123
nor4: 4 / 31.3
area by class of cell:
type | instances | area (sq um)
fill | 404 | 2850
multi-input combinational | 24 | 220
tap | 46 | 57.6
timing repair buffer | 37 | 287
through the flow:
step	setup TNS [ns]	utilization, %	total power [W]	cells
after global placement	-1.11	18.6	0.000148	108
final	-0.176	16.5	0.000122	107
after global routing	-0.278	16.5	0.000133	107
after floorplan	0	-	0.0000375	24
after CTS	-0.199	16.5	0.000125	107
after detailed placement	-1.10	18.6	0.000149	108
cells in the final DEF (no fill, tap or decap):
cell	n
sky130_fd_sc_hd__nand3_1	1
sky130_fd_sc_hd__nand4_1	1
sky130_fd_sc_hd__buf_2	16
sky130_fd_sc_hd__xor2_1	13
sky130_fd_sc_hd__clkdlybuf4s50_1	4
sky130_fd_sc_hd__buf_6	5
sky130_fd_sc_hd__nor4_2	3
sky130_fd_sc_hd__xor2_2	1
sky130_fd_sc_hd__clkdlybuf4s15_1	4
sky130_fd_sc_hd__dlygate4sd2_1	8
sky130_fd_sc_hd__nor4_1	1
sky130_fd_sc_hd__xnor2_1	4
power groups by stage:
stage,registers (W),clock network (W),logic [W]
after CTS,0,0,0.000125
after global routing,0,0,0.000133
final,0,0,0.000122
layer usage:
layer	up-vias	global-route usage [%]	wire, um
met3	0	2.27	223
met5	-	0	0
li1	156	-	-
met2	33	3.37	304
met4	0	0	0
met1	119	4.89	580
logic make-up after synthesis:
family / count (synthesis) / share of synthesized area [%]
and+or+nand+nor: 6 / 21.2
xor gates and xnor gates: 18 / 78.7
repair_timing:
action,4_1_cts,5_1_grt
hold buffers,0,0
endpoints found under the hold margin,0,0
gates resized,92,0
endpoints found under the setup margin,1,1
pin swaps,22,0
final timing paths:
| check | slack (ns) | startpoint | end |
|---|---|---|---|
| max | -0.18 | Tag1[5] | Match |
| min | 1.10 | Tag2[13] | Match |
worst max-delay path: cells and delay by family:
family | cells | cell delay (ns)
and+or+nand+nor | 3 | 0.70
xor gates and xnor gates | 1 | 0.15
buffers and inverters | 2 | 0.22
No activity file was given, so power comes from the tool's default toggle rates.
