==> flow/design.v <==
module MemControl (PReady, MStrobe, MemWrite, clk, reset);
   input MStrobe;    
   input MemWrite;   
   input clk;        
   input reset;      
   output PReady;    
   wire [7:0] WSCLoadVal;
   wire       CtrSig;
   wire       LdCtr;
   wire       Trigger;   
   reg [2:0] OutputLogic;   
   parameter [2:0] 
     Idle       = 3'b000,
     ReadStart  = 3'b011,
     ReadMem    = 3'b001,
     ReadData   = 3'b010,
     WriteStart = 3'b110,
     WriteMem   = 3'b100,
     WriteData  = 3'b111; 
   reg [2:0]  CURRENT_STATE;
   reg [2:0]  NEXT_STATE;
   assign WSCLoadVal = 8'h10;  
   wait_state WaitStateCtr (LdCtr, WSCLoadVal, Trigger, clk);
   assign {PReady, LdCtr} = OutputLogic;
   always @(negedge clk)
     begin
	if (reset == 1'b1)	
	  CURRENT_STATE <= Idle;
	else
	  CURRENT_STATE <= NEXT_STATE;
     end
   always @(CURRENT_STATE or MStrobe or MemWrite or Trigger)
     begin
 	case(CURRENT_STATE)
	  Idle:
	    begin
	       if (MStrobe == 1'b0)
		 NEXT_STATE <= Idle;
	       else if (MemWrite == 1'b1)
		 NEXT_STATE <= WriteStart;
	       else if (MemWrite == 1'b0)
		 NEXT_STATE <= ReadStart;
	       else
		 NEXT_STATE <= Idle;
	       OutputLogic = 2'b01;
	    end  
	  ReadStart:
	    begin
               NEXT_STATE <= ReadMem;
               OutputLogic = 2'b10;
            end
	  ReadMem:
	    begin
	       if (Trigger == 1'b0)
		 NEXT_STATE <= ReadMem;
	       else 
		 NEXT_STATE <= ReadData;
	       OutputLogic = 2'b10;
	    end
	  ReadData:
	    begin
	       NEXT_STATE <= Idle;
	       OutputLogic = 2'b10;
	    end
	  WriteStart:
	    begin
	      NEXT_STATE <= WriteMem;
	      OutputLogic = 2'b10;
	    end
	  WriteMem:
	    begin
	       if (Trigger == 1'b0)
		 NEXT_STATE <= WriteMem;
	       else 
		 NEXT_STATE <= WriteData;
	       OutputLogic = 2'b10;
	    end	  
	  WriteData:
	    begin
	       NEXT_STATE <= Idle;
	       OutputLogic = 2'b10;
	    end
	  default:
	    begin
	       NEXT_STATE <= Idle;
	       OutputLogic = 2'b00;
	    end
	endcase  
     end  
endmodule  
module wait_state (Load, LoadValue, Sig, clk);
   input           Load;
   input [7:0] 	   LoadValue;
   output          Sig;
   input           clk;
   reg [7:0] 	   count;
   assign Sig = count == 8'h0;
   always @(posedge clk) 
     begin
	if (Load)
	  count = LoadValue;
	else
	  count = count - 8'b1;
     end
endmodule  
==> flow/run.sh <==
#!/bin/bash
# OpenROAD 26Q1-2900-gdf79404cd8, Yosys 0.63+post, stock flow scripts
make -C /OpenROAD-flow-scripts/flow DESIGN_CONFIG=/design/flow/config.mk WORK_HOME=/design/flow/orfs finish
==> flow/config.mk <==
export PLATFORM = sky130hd
export DESIGN_NAME = MemControl
export DESIGN_NICKNAME = MemControl
export VERILOG_FILES = /design/flow/design.v
export SDC_FILE = /design/flow/constraint.sdc
export NUM_CORES = 4
export LEC_CHECK = 1
export CORE_AREA = 10 10 73 73
export DIE_AREA = 0 0 83 83
==> flow/constraint.sdc <==
current_design MemControl

set clk_period 2.3
set clk_io_pct 0.2

create_clock -name clk0 -period $clk_period [get_ports {clk}]

set non_clock_inputs [all_inputs -no_clocks]
set_input_delay [expr $clk_period * $clk_io_pct] -clock clk0 $non_clock_inputs
set_output_delay [expr $clk_period * $clk_io_pct] -clock clk0 [all_outputs]
==> results.json <==
{
  "status": "complete, but fails checks",
  "violations": "setup timing",
  "yosysTopAreaCell": "dfxtp_1",
  "syn_area_sq_um": 593,
  "wl_per_cell_microns": 9.35,
  "ys_seq_share": 0.506,
  "gp_congestion": 0.750,
  "grt_max_degree": 10,
  "via_count": 527,
  "numCtsBuffers": 3,
  "edf_count": 0,
  "fillers": 410,
  "leakage_nw": 0.371,
  "io_buffers": 4,
  "cp.arrival_ns": 2.21,
  "clkSinkCount": 15,
  "slew_headroom": 0.812,
  "place_ws_ns": -0.358,
  "critPathMaxFanout": 2,
  "grt_pass1_vias": 510,
  "dpl.hpwl_microns": 905,
  "grt_pass1_wl_microns": 2200,
  "placedCellCount": 124,
  "ant_nets": 0,
  "clkTransAtPathRegs_ns": 0.04,
  "syn_inst": 62,
  "cts_hold_buf": 0,
  "drv_slew": 0,
  "synth.area.top_cells": "dfxtp_1 51%, nor2_1 6.3%, ha_1 4.2%",
  "worst_slack_ns": -0.366,
  "power_density_mw_per_mm2": 771,
  "synth.top_cell.area_share": 0.506,
  "drt_iter0_markers": 45,
  "fp_util": 0.158,
  "finalHoldWorstSlack_ns": 0.469,
  "chipArea_sq_mm": 0.00689,
  "syn_area_per_cell_sq_um": 9.57,
  "clock_skew_ns": 0.0714,
  "overflow": 0,
  "crit_chain": "nor4_4, nand2_1, buf_2",
  "placed_cell_area_sq_um": 781,
  "setup_viol_count_final": 1,
  "rows": 22,
  "via_per_inst": 3.93,
  "slowest_stage": "dfxtp_2",
  "ys_seq_elements": 15,
  "tool_warnings": 35,
  "rsz0062_at_grt": "true",
  "post-cts-setup-buffer-count": 0,
  "drt_wl_total_microns": 1250,
  "hp-class": "reg2reg",
  "grt_usage": 0.0362,
  "yosys_warnings": 2,
  "drt_first_pass_iters": 4,
  "die_y_microns": 83,
  "cts_buffer_depth": 2,
  "peakVddDrop_mv": 0.238,
  "cts_root_buffer": "clkbuf_8",
  "die_w_microns": 83,
  "core_region_area_sq_mm": 0.00374,
  "cp_top_family": "flip-flops",
  "final-hold-violation-count": 0,
  "cp-start-kind": "flop",
  "yosys_cells": 62,
  "diodes": 0,
  "antenna_found_initial": 0,
  "layoutNonFillerInstCount": 134,
  "path_class": "reg2out",
  "netlist_top_cells_count": "15 x dfxtp_1, 10 x nor2_1, 4 x a21oi_1, 4 x inv_1, 3 x nor3b_1",
  "io_pins": 5,
  "maxCapViolations": 0,
  "htree_levels": 1,
  "area_growth_pct": 48.9,
  "final_cell_area_sq_um": 883,
  "clkLatencyLatePin_ns": 0.32,
  "yosys-stat-area_sq_um": 593,
  "drc_errors": 0,
  "critPathMaxStageDelay_ns": 0.32,
  "flop_cell": "dfxtp_1",
  "ys_types": 23,
  "synthArstFlopShare": 0,
  "worstMarginPinSlew_ns": 0.280,
  "cts_tree": "yes",
  "top_cell": "dfxtp_1",
  "cp_num_buf_inv": 1,
  "cp-end-kind": "output pin",
  "drive_gt1_frac": 0.302,
  "required_ns": 1.84
}
[sequential cells by signal (all words and copies together), names as in the netlist]
register and flops:
CURRENT_STATE 7, WaitStateCtr.count 8
[per-stage QoR]
stage / utilization / total power, mW / setup TNS [ns]
2_1_floorplan: - / 0.387 / 0
3_3_place_gp: 0.209 / 0.433 / -1.81
3_5_place_dp: 0.209 / 0.437 / -1.72
4_1_cts: 0.228 / 0.679 / -0.385
5_1_grt: 0.236 / 0.741 / -0.442
6_report: 0.236 / 0.681 / -0.366
[cell families (layout without fill, tap and decap cells)]
family	Yosys count	count (layout)	share of synthesized area
AND/OR/NAND/NOR	27	27	0.268
flip-flops	15	15	0.506
AND-OR/OR-AND	11	11	0.122
buffers and inverters	5	29	0.0316
adder cells (fa/ha/maj)	2	2	0.0422
XOR/XNOR	2	2	0.0295
[per-layer routing]
| metal | vias to the layer above | routed length, microns | track usage | share of wire |
|---|---|---|---|---|
| met5 | - | 0 | 0 | 0 |
| met4 | 0 | 6 | 0.00462 | 0.0048 |
| met3 | 2 | 44 | 0.0138 | 0.035 |
| met2 | 5 | 548 | 0.0587 | 0.44 |
| met1 | 250 | 654 | 0.0455 | 0.52 |
| li1 | 270 | - | - | - |
[worst register-to-register path, cell delays in order, from the launching register on]
cell and delay (ns):
dfxtp_1 0.34, nor4_4 0.34, nand3b_1 0.18, nor3b_2 0.19
[placed cells by master (no fill, tap or decap), types with 2 or more instances in the layout]
master / count
o21ai_0: 2
xnor2_1: 2
nand2_1: 2
dfxtp_1: 13
dfxtp_2: 2
nor2_1: 10
clkdlybuf4s50_1: 3
clkbuf_8: 3
nand2b_1: 2
a31o_2: 2
nor4_4: 2
a21oi_1: 4
ha_1: 2
inv_1: 10
buf_4: 11
nor3b_1: 2
nor3_1: 2
[area by class of cell]
type	count	area [sq um]	area share
Inverter	3	11.3	0.0127
Sequential cell	15	303	0.343
Timing Repair Buffer	15	118	0.133
Tap cell	48	60.1	0.0680
Clock inverter	8	33.8	0.0382
Multi-Input combinational cell	42	317	0.358
Clock buffer	3	41.3	0.0467
[final timing paths]
kind	start	slack (ns)	end	depth (start not counted)
worst max-delay path	CURRENT_STATE[5]	-0.37	PReady	3
worst min-delay path	CURRENT_STATE[6]	0.47	CURRENT_STATE[0]	2
worst max register to register	WaitStateCtr.count[5]	0.09	CURRENT_STATE[2]	3
worst min register to register	CURRENT_STATE[6]	0.47	CURRENT_STATE[0]	2
[power breakdown]
part	internal (mW)	total (mW)	leakage, nW	switching, mW
logic	0.0693	0.120	0.189	0.0504
registers	0.281	0.301	0.123	0.0207
clock network	0.138	0.260	0.0590	0.122
total	0.488	0.681	0.371	0.193
[timing repair]
| action | CTS | global route |
|---|---|---|
| gates resized | 5 | 6 |
| setup endpoints to repair | 1 | 4 |
| hold endpoints to repair | 0 | 0 |
| pin swaps | 2 | 3 |
Power is estimated from default activity; no workload was simulated.
